==> design.v <==
module approx_comp ( input x1, x2, x3,x4, output sum, carry );
  wire w1,w2 ;
    assign
         w1    = x1 & x2 ,                           
         w2    = x3 & x4 ,                           
         sum   = (x1 ^ x2) | (x3 ^ x4) | (w1 & w2) , 
         carry = w1 | w2  ;                          
endmodule
module approx_fa ( input x1, x2, x3, output sum, carry );
  wire w ;
    assign
         w     = x1| x2 ,  
         sum   = w ^ x3 ,  
         carry = w & x3 ;  
endmodule
module approx_ha ( input x1, x2, output sum, carry );
  assign
      sum   = x1 | x2 ,  
      carry = x1 & x2 ;  
endmodule
module or_gate ( input x1, x2, output out );
  assign
      out   = x1 | x2 ; 
endmodule
module or_gate_3 ( input x1, x2, x3, output  out );
  assign
      out   = x1 | x2 | x3 ; 
endmodule
module or_gate_4 ( input x1, x2,x3, x4, output out );
  assign
      out   = x1 | x2 | x3 | x4 ; 
endmodule
module wall_adder ( 
                    input clk,rst,
                    input [14:0] pp0 ,
                    input [12:0] pp1 ,
                    input [10:0] pp2 ,
                    input [8:0]  pp3 ,
                    input [6:0]  pp4 ,
                    input [4:0]  pp5 ,
                    input [2:0]  pp6 ,
                    input        pp7 ,
                    output reg [15:0] product
                 );
    wire [12:4] s,c ;	
    wire [13:2]x ;
	  wire [14:3]y ;
	  wire [11:3] g ;
	  wire [12:0]tc ;
	  wire [15:0] t_product ;
	or_gate or_1   (                       
                   .x1  (pp2[1]),
				           .x2  (pp3[0]),
				           .out (g  [3])  
				         );
	approx_ha ha_1 (                       
	                 .x1   (pp0[4] ),
				           .x2   (pp1[3] ),
				           .sum  (  s[4] ),
                   .carry(  c[4] )
	               );
	or_gate or_2   (                       
                   .x1 (pp3[1]),
				           .x2 (pp4[0]),
				           .out(  g[4])  
				         );
  approx_fa fa_1 (                      
	                 .x1   (pp0[5]),
				           .x2   (pp1[4]),
					         .x3   (pp2[3]),
				           .sum  (  s[5]),
                   .carry(  c[5])
	               );
  or_gate_3 or_3 (                      
                   .x1 (pp3[2]),
	                 .x2 (pp4[1]),
					         .x3 (pp5[0]),
                   .out(  g[5])  
                 );
	approx_comp ap_cm1 ( 
						          .x1   (pp0[6]),
                    	 .x2   (pp1[5]),
	                    .x3   (pp2[4]),
	                    .x4   (pp3[3]),
                      .sum  (  s[6]),
						          .carry(  c[6])
                     );
	or_gate_3 or_4     (                 
                       .x1 (pp4[2]),
	                     .x2 (pp5[1]),
					             .x3 (pp6[0]),
                       .out(  g[6])  
                       );					
	approx_comp ap_cm2 ( 
						           .x1   (pp0[7]),
                     	 .x2   (pp1[6]),
	                     .x3   (pp2[5]),
	                     .x4   (pp3[4]),
                       .sum  (  s[7]),
						           .carry(  c[7])
                       );
	or_gate_4 or_5     (                   
                       .x1 (pp4[3]),
	                     .x2 (pp5[2]),
					             .x3 (pp6[1]),
					             .x4 (pp7),
                       .out(  g[7])  
                       );
	approx_comp ap_cm3 ( 
						          .x1 (pp0[8]),
                    	 .x2 (pp1[7]),
	                    .x3 (pp2[6]),
	                    .x4 (pp3[5]),
                      .sum(  s[8]),
						          .carry(c[8])
                        );
	or_gate_3 or_6    (                 
                      .x1 (pp4[4]),
	                    .x2 (pp5[3]),
					            .x3 (pp6[2]),
                      .out(  g[8])  
                    );
    approx_fa fa_2 (                    
	                   .x1   (pp0[9]),
				             .x2   (pp1[8]),
					           .x3   (pp2[7]),
				             .sum  (  s[9]),
                     .carry(  c[9])
	                 );
    or_gate_3 or_7 (                      
                     .x1 (pp3[6]),
	                   .x2 (pp4[5]),
					           .x3 (pp5[4]),
                     .out(  g[9])  
                   );
    approx_fa fa_3 (                     
	                   .x1   (pp0[10]),
				             .x2   (pp1[9] ),
					           .x3   (pp2[8] ),
				             .sum  ( s[10] ),
                     .carry( c[10] )
	                 );
    or_gate   or_8 (                      
                     .x1 (pp3[7]),
	                   .x2 (pp4[6]),
					           .out( g[10])  
                   );	
	approx_ha ha_2   (                      
	                   .x1   (pp0[11]),
				             .x2   (pp1[10]),
				             .sum  (  s[11]),
                     .carry(  c[11])
	                 );
	or_gate or_9   (                       
                   .x1 (pp2[9]),
				           .x2 (pp3[8]),
				           .out(g[11] )  
				         );	
	approx_ha ha_3 (                        
	                 .x1   (pp0[12]),
				           .x2   (pp1[11]),
				           .sum  (  s[12]),
                   .carry(  c[12])
	               );	
	approx_ha ha_4 (                       
	                 .x1   ( pp0[2])  ,
				           .x2   ( pp1[1])  ,
				           .sum  (   x[2])  ,
                   .carry(   y[3])
	               );		   
	approx_fa fa_4 (                           
	                 .x1   ( pp0[3])  ,
				           .x2   ( pp1[2])  ,
					         .x3   (   g[3])  ,
				           .sum  (   x[3])  ,
                   .carry(   y[4])
	               );
	approx_fa fa_5 (                           
	                 .x1   (   s[4])  ,
				           .x2   ( pp2[2])  ,
					         .x3   (   g[4])  ,
				           .sum  (   x[4])  ,
                   .carry(   y[5])
	               );
	approx_fa fa_6 (                           
	                 .x1   (   s[5])  ,
				           .x2   (   g[5])  ,
					         .x3   (   c[4])  ,
				           .sum  (   x[5])  ,
                   .carry(   y[6])
	               );          
	approx_fa fa_7 (                           
	                 .x1   (   s[6])  ,
				           .x2   (   g[6])  ,
				         	 .x3   (   c[5])  ,
				           .sum  (   x[6])  ,
                   .carry(   y[7])
	               );
	approx_fa fa_8 (                           
	                 .x1   (   s[7])  ,
				           .x2   (   g[7])  ,
					         .x3   (   c[6])  ,
				           .sum  (   x[7])  ,
                   .carry(   y[8])
	               );
	approx_fa fa_9 (                           
	                 .x1   (   s[8])  ,
				           .x2   (   g[8])  ,
					         .x3   (   c[7])  ,
				           .sum  (   x[8])  ,
                   .carry(   y[9])
	                );
	approx_fa fa_10 (                         
	                 .x1   (   s[9]  )  ,
				           .x2   (   g[9]  )  ,
					         .x3   (   c[8]  )  ,
				           .sum  (   x[9]  )  ,
                   .carry(   y[10] )
	                );
	approx_fa fa_11 (                        
	                 .x1   (   s[10] ),
				           .x2   (   g[10] ),
					         .x3   (   c[ 9] ),
				           .sum  (   x[10] ),
                   .carry(   y[11] )
	                );       
	approx_fa fa_12 (                         
	                 .x1   (   s[11] ),
				           .x2   (   g[11] ),
					         .x3   (   c[10] ),
				           .sum  (   x[11] ),
                   .carry(   y[12] )
	                );       
	approx_fa fa_13 (                          
	                 .x1   (   s[12] ),
				           .x2   ( pp2[10] ),
					         .x3   (   c[11] ),
				           .sum  (   x[12] ),
                   .carry(   y[13] )
	                );       
	approx_fa fa_14 (                          
	                 .x1   ( pp0[13] ),
				           .x2   ( pp1[12] ),
					         .x3   (   c[12] ),
				           .sum  (   x[13] ),
                   .carry(   y[14] )
	                );       
    assign t_product[0] = pp0[0]  ;
	approx_ha ha_5  (                          
	                 .x1   (   	 pp0 [ 1] ),
				           .x2   (      pp1[ 0] ),
					         .sum  (  t_product[ 1] ),
                   .carry(   	  tc [ 0] )
	                );                    
    approx_fa fa_15 (                       
	                   .x1   (      x  [ 2] ),
				             .x2   (   	 pp2 [ 0] ),
				             .x3   (      tc [ 0] ),
					           .sum  (  t_product[ 2] ),
                     .carry(       tc[ 1] )
	                );                    
    approx_fa fa_16 (                           
	                   .x1   (        x[ 3] ),
				             .x2   (        y[ 3] ),
				             .x3   (   	  tc [ 1] ),
					           .sum  (  t_product[ 3] ),
                     .carry(       tc[ 2] )
	                );                   
    approx_fa fa_17 (                         
	                   .x1   (       x[ 4] ),
				             .x2   (       y[ 4] ),
				             .x3   ( 	    tc[ 2] ),
					           .sum  ( t_product[ 4] ),
                     .carry(      tc[ 3] )
	                );                   
    approx_fa fa_18 (                          
	                   .x1   (       x[ 5] ),
				             .x2   (       y[ 5] ),
				             .x3   ( 	    tc[ 3] ),
				           	 .sum  ( t_product[ 5] ),
                     .carry(      tc[ 4] )
	                );                   
    approx_fa fa_19 (                            
	                   .x1   (       x[ 6] ),
				             .x2   (       y[ 6] ),
				             .x3   (   	  tc[ 4] ),
					           .sum  ( t_product[ 6] ),
                     .carry(      tc[ 5] )
	                );                   
    approx_fa fa_20 (                            
	                   .x1   (       x[ 7] ),
				             .x2   (       y[ 7] ),
				             .x3   ( 	    tc[ 5] ),
					           .sum  ( t_product[ 7] ),
                     .carry(      tc[ 6] )
	                );                   
    approx_fa fa_21 (                            
	                   .x1   (       x[ 8] ),
				             .x2   (       y[ 8] ),
				             .x3   ( 	    tc[ 6] ),
					           .sum  ( t_product[ 8] ),
                     .carry(      tc[ 7] )
	                );                   
    approx_fa fa_22 (                            
	                   .x1   (       x[ 9] ),
				             .x2   (       y[ 9] ),
				             .x3   ( 	    tc[ 7] ),
					           .sum  ( t_product[ 9] ),
                     .carry(      tc[ 8] )
	                );                   
    approx_fa fa_23 (                            
	                   .x1   (       x[10] ),
				             .x2   (       y[10] ),
				             .x3   ( 	    tc[ 8] ),
					           .sum  ( t_product[10] ),
                     .carry(      tc[ 9] )
	                );                   
    approx_fa fa_24 (                            
	                   .x1   (       x[11] ),
				             .x2   (       y[11] ),
				             .x3   ( 	    tc[ 9] ),
					           .sum  ( t_product[11] ),
                     .carry(      tc[10] )
	                );                   
    approx_fa fa_25 (                            
	                   .x1   (       x[12] ),
				             .x2   (       y[12] ),
				             .x3   ( 	    tc[10] ),
					           .sum  ( t_product[12] ),
                     .carry(      tc[11] )
	                );                   
    approx_fa fa_26 (                            
	                   .x1   (       x[13] ),
				             .x2   (       y[13] ),
				             .x3   ( 	    tc[11] ),
					           .sum  ( t_product[13] ),
                     .carry(      tc[12] )
	                );                   
    approx_fa fa_27 (                            
	                   .x1   (     pp0[14] ),
				             .x2   (       y[14] ),
				             .x3   ( 	    tc[12] ),
					           .sum  ( t_product[14] ),
                     .carry( t_product[15] )
	                );
	  always @ (posedge clk or posedge rst)
	   begin
	    if(rst)
	       product = 16'b0 ;
	    else
	       product = t_product ;
	   end
endmodule
==> run.sh <==
#!/bin/bash
# OpenROAD 26Q1-2900-gdf79404cd8, Yosys 0.63+post, stock flow scripts
make -C /OpenROAD-flow-scripts/flow DESIGN_CONFIG=/design/flow/config.mk WORK_HOME=/design/flow/orfs finish
==> config.mk <==
export PLATFORM = sky130hd
export DESIGN_NAME = wall_adder
export DESIGN_NICKNAME = wall_adder
export VERILOG_FILES = /design/flow/design.v
export SDC_FILE = /design/flow/constraint.sdc
export NUM_CORES = 4
export LEC_CHECK = 1
export CORE_AREA = 10 10 101 101
export DIE_AREA = 0 0 111 111
==> constraint.sdc <==
current_design wall_adder

set clk_period 1.0
set clk_io_pct 0.2

create_clock -name clk0 -period $clk_period [get_ports {clk}]

set non_clock_inputs [all_inputs -no_clocks]
set_input_delay [expr $clk_period * $clk_io_pct] -clock clk0 $non_clock_inputs
set_output_delay [expr $clk_period * $clk_io_pct] -clock clk0 [all_outputs]
==> run_results.csv <==
group,metric,value,unit
status,status,"finished, violations left",
status,violations,"setup timing",
clock_network,numCtsBuffers,3,
sta,tightest_slew,235,ps
layout,fin_util,28.0,%
die,fp.dieH,111,um
worst_setup_path,cp.arrival,3210,ps
synth,synth-edff-count,0,
clock_network,post-cts-setup-buffers,0,
synth,netlist_area,1080,um2
hold_path,hp-start,"pp1[0]",
clock_network,clk_pin_slew,70,ps
synth,top_area_share,38.1,%
hold_path,hold_depth,2,
worst_setup_path,cp-end-kind,"flop",
clock_network,clock_path_buffers,2,
synth,yosysMostFrequentCell,"ha_1",
synth,synthCells,93,
power_and_ir_drop,p_leak,0.927,nW
die,die_area,12300,um2
routing,ant_nets,0,
clock_network,ctsHoldBuffers,0,
sta,rsz0062_at_grt,"yes",
synth,largest_area_cell,"ha_1",
die,coreArea,8130,um2
routing,num_antenna_cells,0,
routing,firstDrtPassIters,2,
grt,grt-ovfl-total,0,
worst_setup_path,cp_cell_sequence,"buf_6 -> or2_4 -> ha_4 -> or4_4 -> ha_4 -> or2_4 -> ha_4 -> ha_4 -> ha_4 -> ha_4 -> ha_4 -> ha_4 -> ha_4 -> ha_4 -> ha_4 -> ha_4",
placed_design,routabilityCongestion,0.784,
synth,synth_cell_types,13,
worst_setup_path,crit_type,"primary input to flop",
die,num_io_pins,82,
routing,vias_per_cell,3.46,
die,dieWidth,111,um
placed_design,hpwlAfterDp,3000,um
grt,grt_pass1_wl,5740,um
synth,yosys_area,1080,um2
sta,worst_slack,-2070,ps
worst_setup_path,crit_path_max_fanout,1,
sta,final_max_slew_viol_count,0,
worst_setup_path,cpMostUsedCell,"ha_4",
sta,fmax,326,MHz
worst_setup_path,crit_required,1140,ps
sta,timing.hold.ws,189,ps
sta,maxSlewHeadroom,84.2,%
die,rows,33,
layout,largest_register_ffs,16,
worst_setup_path,cp_slowest_cell,"or4_4",
run,warnings,28,
routing,first_iter_violations,16,
clock_network,h-tree-depth,1,
worst_setup_path,crit_path_start_kind,"primary input",
synth,ys_async_sr_fraction,100,%
synth,synth.top_cells.by_count,"ha_1 (33), or2_2 (22), dfrtp_1 (16)",
layout,drive_above_1_share,44.1,%
sta,finalSetupViolCount,13,
sta,tns,-16040,ps
clock_network,cts-root-buf,"clkbuf_8",
die,fp_util,13.3,%
hold_path,hold_end,"product[1]$_DFF_PP0_",
routing,num_vias,984,
placed_design,pre_cts_ws,-2790,ps
sta,period_used_share,307,%
power_and_ir_drop,worst_ir_drop_vdd,0.427,mV
placed_design,portBuffers,81,
grt,grt_max_degree,17,
routing,wire_per_inst,11.8,um
hold_path,hp-class,"primary input to flop",
worst_setup_path,slowest_delay,430,ps
synth,synth.avg_cell_area,11.7,um2
run,cap_violations,0,
synth,yosysWarnings,1,
synth,topCellsByArea,"ha_1 (38%), dfrtp_1 (37%), or2_2 (13%)",
clock_network,cts_tree,"built",
grt,antenna_found_initial,0,
grt,grt_pass1_vias,1190,
clock_network,clock_sinks,16,
synth,ys_ff,16,
synth,yosys-stat-cells,93,
routing,drt_wl_total,3350,um
grt,grtUsageTotal,5.53,%
sta,fin_crit,3070,ps
routing,drc_errors,0,
synth,ys_seq_share,37.0,%
layout,syn_to_final_growth,110,%
sta,hold_viol,0,
power_and_ir_drop,powerDensity,850,nW/um2
synth,flop_cell,"dfrtp_1",
[power breakdown]
| part | switching, W | internal, W | total [W] |
|---|---|---|---|
| registers | 0.0000126 | 0.000712 | 0.000724 |
| clock network | 0.000231 | 0.000349 | 0.000581 |
| logic | 0.000200 | 0.000430 | 0.000630 |
| total | 0.000444 | 0.00149 | 0.00193 |
[layout make-up]
| class | count | area, um2 |
|---|---|---|
| fill | 827 | 5860 |
| sequential | 16 | 400 |
| clock buffer | 4 | 55.1 |
| multi-input combinational | 76 | 942 |
| tap | 105 | 131 |
| inverter | 1 | 3.75 |
| timing repair buffer | 82 | 744 |
[worst max-delay path, delay by kind of cell]
kind,cells,cell delay [ps]
simple gates,3,900
fa+ha+maj,12,2020
buf+inv,1,90
[cells in the final DEF, fill, tap and decap left out, types with 4 or more instances in the layout]
cell type / count
buf_2: 16
ha_1: 16
ha_4: 17
clkbuf_2: 4
dfrtp_1: 16
clkbuf_8: 4
clkdlybuf4s50_1: 47
buf_6: 7
or2_4: 7
or2_2: 15
[how the worst max path moves through the flow]
stage / start / end / slack [ps] / depth (start not counted)
finish: pp0[5] / product[14]$_DFF_PP0_ / -2070 / 16
global route: pp1[8] / product[14]$_DFF_PP0_ / -2140 / 12
CTS: pp0[5] / product[14]$_DFF_PP0_ / -2140 / 16
[per-stage QoR]
stage | cells | power [W] | instance area, um2
6_report | 284 | 0.00193 | 2280
5_1_grt | 284 | 0.00210 | 2280
4_1_cts | 284 | 0.00200 | 2260
3_5_place_dp | 280 | 0.00143 | 2230
3_3_place_gp | 280 | 0.00142 | 2230
2_1_floorplan | 93 | 0.000951 | 1270
[what timing repair did]
item / in CTS / in global routing
setup endpoints to repair: 30 / 15
cloned: 0 / 0
pin swaps: 28 / 26
resized: 101 / 14
[metal layers]
metal  wire, um  global-route usage (%)  share of wire [%]  vias up
li1           -                       -                  -      503
met1       1600                    7.35                 48      426
met2       1430                    8.88                 43       53
met3        287                    1.70                8.6        2
met4         29                   0.608               0.87        0
met5          0                       0                  0        -
[cells by family after synthesis]
family	synth area share, %
adders and majority gates	38.1
buffers and inverters	0.346
AOI/OAI and AO/OA	2.31
and+or+nand+nor	22.3
DFF	37.0
Power is estimated from default activity; no workload was simulated.
