===== design/flow/config.mk =====
export PLATFORM = sky130hd
export DESIGN_NAME = ppgen_loop
export DESIGN_NICKNAME = ppgen_loop
export VERILOG_FILES = /design/flow/design.v
export SDC_FILE = /design/flow/constraint.sdc
export NUM_CORES = 4
export LEC_CHECK = 1
export CORE_UTILIZATION = 40

===== design/flow/constraint.sdc =====
current_design ppgen_loop

set clk_period 1.0
set clk_io_pct 0.2

create_clock -name clk0 -period $clk_period [get_ports {clk}]

set non_clock_inputs [all_inputs -no_clocks]
set_input_delay [expr $clk_period * $clk_io_pct] -clock clk0 $non_clock_inputs
set_output_delay [expr $clk_period * $clk_io_pct] -clock clk0 [all_outputs]

===== design/flow/design.v =====
module ppgen_loop( 
                   input             clk,rst,
                   input       [7:0] A,B,
                   output reg [14:0] pp0, 
                   output reg [12:0] pp1,
                   output reg [10:0] pp2, 
                   output reg [8:0]  pp3,
                   output reg [6:0]  pp4,
                   output reg [4:0]  pp5,
                   output reg [2:0]  pp6,
                   output reg        pp7);
wire [7:0]  p0, p1, p2, p3, p4, p5, p6, p7;
 wire [7:0] AB [0:7];
   genvar i,j;
     generate
      for(j=0; j<8; j=j+1)
        begin : ab_bit
          for(i=0; i<8; i=i+1)
            begin : ab_row
              assign AB[i][j] = A[i] & B[j];
            end
        end 
     endgenerate
     assign p0 = AB[0][7:0] ;
     assign p1 = AB[1][7:0] ;
     assign p2 = AB[2][7:0] ;
     assign p3 = AB[3][7:0] ;
     assign p4 = AB[4][7:0] ;
     assign p5 = AB[5][7:0] ;
     assign p6 = AB[6][7:0] ;
     assign p7 = AB[7][7:0] ;
  always@( posedge clk or posedge rst)
   begin  
     if (rst==1'b1)
      begin
        pp0 = 15'b0 ;
        pp1 = 13'b0 ;
        pp2 = 11'b0 ;
        pp3 = 9'b0 ;
        pp4 = 7'b0 ;
        pp5 = 5'b0 ;
        pp6 = 3'b0 ;
        pp7 = 1'b0 ;
      end
   else
      begin
       pp0 = {p7[7] , p6[7] , p5[7] , p4[7] , p3[7] , p2[7] , p1[7] , p0[7] , p0[6] , p0[5] , p0[4] , p0[3] , p0[2] , p0[1] , p0[0]};
       pp1 =        { p7[6] , p6[6] , p5[6] , p4[6] , p3[6] , p2[6] , p1[6] , p1[5] , p1[4] , p1[3] , p1[2] , p1[1] , p1[0] };
       pp2 =                { p7[5] , p6[5] , p5[5] , p4[5] , p3[5] , p2[5] , p2[4] , p2[3] , p2[2] , p2[1] , p2[0] };
       pp3 =                        { p7[4] , p6[4] , p5[4] , p4[4] , p3[4] , p3[3] , p3[2] , p3[1] , p3[0] };
       pp4 =                                { p7[3] , p6[3] , p5[3] , p4[3] , p4[2] , p4[1] , p4[0] };
       pp5 =                                        { p7[2] , p6[2] , p5[2] , p5[1] , p5[0] };
       pp6 =                                                { p7[1] , p6[1] , p6[0] }; 
       pp7 =                                                          p7[0];
     end
  end  
endmodule

===== design/flow/run.sh =====
#!/bin/bash
# OpenROAD 26Q1-2900-gdf79404cd8, Yosys 0.63+post, stock flow scripts
make -C /OpenROAD-flow-scripts/flow DESIGN_CONFIG=/design/flow/config.mk WORK_HOME=/design/flow/orfs finish

==> GITHUB_STEP_SUMMARY <==
## Implementation flow summary

| Metric | Value |
|---|---|
| Overall overflow remaining after global route | 0 |
| Power per standard cell area | 1770 nW/µm² |
| Slew Limit Headroom | 78.5% |
| Tool warnings | 28 |
| Pin count of the biggest net entering global routing | 35 |
| Die height | 72.8 µm |
| Die boundary width | 72.8 µm |
| Post-Place Setup Slack | -0.135 ns |
| Drt drc | 0 |
| Pre-Place Util | 41.9% |
| Warning count from the yosys run | 1 |
| Initial antenna violation count | 0 |
| Maximum operating frequency | 0.997 GHz |
| Finish-stage setup viols | 1 |
| Vias after detailed routing | 1242 |
| Placement-stage cell area | 2940 µm² |
| Detail-routed via count per cell | 4.21 |
| Number of different library cells in the post-synthesis netlist | 3 |
| GRT Resource Usage Total | 17.2% |
| Cell breakdown of the critical path | buf_2 |
| Portion of the clock cycle consumed by the worst path in the final layout | 100% |
| Count of input and output buffers | 81 |
| Clock Path Buffers | 2 |
| Final worst-path setup slack | -0.00264 ns |
| Placed wire-length estimate after detailed placement | 2930 µm |
| Proportion of layout cells with a drive suffix above 1 | 35.5% |
| Post-synthesis to final-layout area growth | 39.1% |
| Worst path max stage delay | 0.38 ns |
| Final cell utilization of the core | 58.3% |
| Final critical delay including setup and external delays | 1.00 ns |
| Gp weighted congestion | 0.737 |
| Gate count of the mapped netlist | 129 |
| Via count of the first global-routing pass | 1226 |
| Crit end category | output port |
| Max Transition Viols Final | 0 |
| Number of hold buffers added after CTS | 0 |
| Count of fill cells added during filler insertion | 401 |
| Worst hold margin | 0.294 ns |
| Leakage power | 0.00148 µW |
| Reg clk slew, reported paths | 0.06 ns |
| Clock H-tree levels | 3 |
| Mean instance size in the synthesized netlist | 15.5 µm² |
| Chip Area, Yosys | 2010 µm² |
| Type of element launching the critical path | flip-flop |
| Status | finished, violations left |
| Tightest Hold Check Type | input pin to asynchronous set/reset pin |
| Post-route ant nets | 0 |
| Seq/Total Area, Yosys | 79.9% |
| Unrepaired setup endpoints after global routing | yes |
| Rows | 25 |
| Worst path slowest cell | sky130_fd_sc_hd__dfrtp_1 |
| CP max FO | 1 |
| Clock buffers created by TritonCTS | 9 |
| Arrival time worst endpoint | 0.80 ns |
| Number of maximum-capacitance constraint violations | 0 |
| Worst Max-Slew Pin Slew | 0.322 ns |
| Total number of clock tree sinks | 64 |
| Failing checks | setup timing |
| Area taken by flip-flops and latches | 1600 µm² |
| Ports placed on the boundary | 82 |
| Number of synthesized register bits | 64 |
| Core region area | 4790 µm² |
| Gate family responsible for the most delay along the worst path | flip-flops |
| Number of inserted diodes | 0 |
| Number of buffer and inverter stages on the critical path | 1 |
| Iteration tally of the first detailed-router pass | 4 |
| Clock Tree Root | sky130_fd_sc_hd__clkbuf_8 |
| Cell Area, Synth | 2010 µm² |
| Count of routing violations after the opening detailed-route iteration | 31 |
| Required time of the critical path | 0.80 ns |
| Combinational gate area | 400 µm² |
| Clock tree from TritonCTS | done |
| Worst setup path category | flip-flop to output port |
| Total Power | 4940 µW |
| Cell count listed in synth_stat.txt | 129 |
| Chip area | 5300 µm² |
| Wire length of the first global-routing pass | 6400 µm |
| Post-Route WL | 4050 µm |
| Fin area | 2790 µm² |
| Routed len/inst | 13.7 µm |
| Hold Violations, Final | 0 |
| Worst ir drop on vdd | 1.02 mV |
[final cells by class]
type	instances	area share, %
clock inverters	4	0.718
clock buffers	12	5.20
flip-flops and latches	64	57.4
inverters	1	0.269
well taps	67	3.01
multi-input cells	64	14.4
repair buffers	83	19.0
[registers in the layout, summed over array words and instances, names as in the netlist]
| signal | count |
|---|---|
| pp0 | 15 |
| pp1 | 13 |
| pp2 | 11 |
| pp3 | 9 |
| pp4 | 7 |
| pp5 | 5 |
| pp6 | 3 |
| pp7 | 1 |
[per-layer routing]
metal,routed length (µm),global-route usage (%)
met1,1710,27.7
met2,1990,25.1
met3,325,5.46
met4,24,3.27
met5,0,0
[cells by family (layout without fill, tap and decap cells)]
| family | count (synthesis) | after routing | synth area share [%] |
|---|---|---|---|
| flip-flops | 64 | 64 | 79.9 |
| AND/OR/NAND/NOR | 64 | 64 | 20.0 |
| buffers and inverters | 1 | 100 | 0.187 |
[cells in the final DEF (no fill, tap or decap), drive strengths merged]
cell	instances
clkbuf	12
clkinv	4
clkinvlp	1
clkdlybuf4s50	17
and2	64
buf	66
dfrtp	64
[synthesized netlist by cell type]
| library cell | count | share of area (%) |
|---|---|---|
| sky130_fd_sc_hd__dfrtp_1 | 64 | 80 |
| sky130_fd_sc_hd__inv_1 | 1 | 0.19 |
| sky130_fd_sc_hd__and2_1 | 64 | 20 |
[through the flow]
stage | setup TNS (ns) | instances
after floorplan | 0 | 129
after global placement | -4.34 | 279
after detailed placement | -5.07 | 279
after CTS | -0.215 | 295
after global routing | -1.26 | 295
final | -0.00264 | 295
[worst max path at each step]
stage           startpoint  endpoint  slack, ns  depth (start not counted)
6_report  pp1[0]$_DFF_PP0_    pp1[0]     -0.003                          1
4_1_cts   pp1[5]$_DFF_PP0_    pp1[5]      -0.02                          1
5_1_grt   pp1[0]$_DFF_PP0_    pp1[0]      -0.04                          1
[timing repair]
item                                    4_1_cts  5_1_grt
gates cloned                                  0        0
endpoints found under the setup margin       64       63
resized                                     194        0
buffers inserted                              0        0
pin swaps                                     0        0
[report_power, final]
part           total [µW]  switching (µW)  internal, µW
Combinational         382             162           220
Clock                1810             861           951
Sequential           2750            30.6          2720
Power and IR drop assume default switching activity.
